## /design/flow/run.sh

```bash
#!/bin/bash
# OpenROAD 26Q1-2900-gdf79404cd8, Yosys 0.63+post, stock flow scripts
make -C /OpenROAD-flow-scripts/flow DESIGN_CONFIG=/design/flow/config.mk WORK_HOME=/design/flow/orfs finish
```

## /design/flow/config.mk

```make
export PLATFORM = sky130hd
export DESIGN_NAME = main
export DESIGN_NICKNAME = main
export VERILOG_FILES = /design/flow/design.v
export SDC_FILE = /design/flow/constraint.sdc
export NUM_CORES = 4
export LEC_CHECK = 1
export CORE_UTILIZATION = 30
```

## /design/flow/constraint.sdc

```tcl
current_design main

set clk_period 7.6
set clk_io_pct 0.2

create_clock -name clk0 -period $clk_period [get_ports {clk}]

set non_clock_inputs [all_inputs -no_clocks]
set_input_delay [expr $clk_period * $clk_io_pct] -clock clk0 $non_clock_inputs
set_output_delay [expr $clk_period * $clk_io_pct] -clock clk0 [all_outputs]
```

## /design/flow/design.v

```verilog
module main(input clk,inout [48:1] pio);
reg [15:0]count = 1'b0;
reg [1:0]dynamic_temp = 1'b0;
reg [15:0] chislo = 0; 
reg [6:0]ind=0;
reg [3:0] digit=0;
reg [7:0] toshow=0;
reg [5:0] div = 0;
reg[111:0] bufr; 
reg[111:0] temp = 112'b0111101101000001111111101101110110110111101111001011111011110001101101011100111101000111000111011110101001011110; 
always @ (posedge clk) begin
  count <= count + 1'b1;           
  if(count == 0)                  
  begin
    dynamic_temp <= dynamic_temp + 1'b1; 
    div<=div+1;
    if(div==0)
    begin
    bufr<=bufr<<7;
         if(bufr[111:105]==6'b0)
          begin
          bufr<=temp;
          end 
          end
  end
  case(dynamic_temp) 
    2'b00 :  
    begin
    toshow<=bufr[90:84];
     ind<=toshow;
     digit <= 4'b1110;     
    end
    2'b01 :  
    begin
      toshow<=bufr[97:91];
        ind<=toshow;
     digit <= 4'b1101;     
    end 
    2'b10 :  
    begin
      toshow<=bufr[104:98];
        ind<=toshow;
     digit <= 4'b1011;   
    end
    2'b11 : 
    begin
      toshow<=bufr[111:105];
        ind<=toshow;
     digit <= 4'b0111;
    end
  endcase
end 
assign pio[7:1] = ind;
assign pio[12:8] = digit; 
endmodule
```

==> flow_summary.json <==
{
  "outcome": "completed",
  "worst_setup_path_end_kind": "flop",
  "max_cap_violations": 0,
  "die_w_um": 131,
  "rows": 46,
  "place.gp.congestion": 0.741,
  "grt_remaining_overflow": 0,
  "logic_family": "simple AND/OR/NAND/NOR gates",
  "setup-violations-final": 0,
  "via_per_inst": 4.15,
  "warnings": 66,
  "r2r_setup_slack_ns": 4.67,
  "cts_setup_buffers": 0,
  "area_growth_pct": 18.0,
  "drv_slew": 0,
  "drc": 0,
  "initialDrtViolationCount": 174,
  "p_sw_share_pct": 17.2,
  "compound_area_share_pct": 1.40,
  "ys_sh_mux_pct": 1.40,
  "holdPathEnd": "pio[4]",
  "worstPathMaxFanout": 67,
  "die-area_um2": 17300,
  "peakVddDrop_mv": 0.150,
  "period_used_pct": 38.6,
  "clkPwrFrac_pct": 53.0,
  "power_frac_comb_pct": 0,
  "cts.clk_slew.worst_paths_ns": 0.05,
  "cts_hold_buf": 0,
  "fin_skew_ns": 0.00470,
  "simple_gate_area_share_pct": 14.9,
  "worstSkewPairLatency_ns": 0.40,
  "die_h_um": 131,
  "min_from": "toshow[3]",
  "fp-utilization_pct": 31.2,
  "untimed_endpoints": 36,
  "max_freq_mhz": 341,
  "powerDensity_nw_per_um2": 283,
  "cts_buffers": 17,
  "ys_sh_xor_pct": 3.14,
  "ys_sh_adder_pct": 1.99,
  "drt_pass1_iterations": 6,
  "ys_types": 26,
  "path_class": "flop to flop",
  "lay_top_count": "edfxtp_1",
  "yosys_area_um2": 5020,
  "fin_util_pct": 36.8,
  "rsz0062_at_grt": "no",
  "port-buffer-count": 0,
  "io_pins": 49,
  "wl_per_cell_um": 10.9,
  "p_sw_w": 0.000288,
  "synthCells": 333,
  "seq_power_share_pct": 47.0,
  "vias": 2362,
  "synth-warning-count": 1,
  "grt_pass1_wl_um": 10900,
  "hold_violations": 0,
  "dp_slack_ns": 4.65,
  "hold_path.class": "flop to flop",
  "period_minus_slack_ns": 2.93,
  "required_ns": 7.63,
  "worstReg2RegEnd": "bufr[42]",
  "ys_seq_share_pct": 74.5,
  "n_antenna_cell": 0,
  "cts-root-buf": "clkbuf_16",
  "fin_tns_setup_ns": 0,
  "antenna_found_initial": 0,
  "drive_above_1_share_pct": 10.8,
  "r2r_start": "count[0]",
  "synth_stat.cells": 333,
  "setup.worst_path.start_class": "flop",
  "fillCellCount": 1481,
  "cts-resized-gates": 0,
  "post_layout_nonfiller_instances": 569,
  "grt_max_degree": 68,
  "reg2reg_depth": 6,
  "grt_pass1_vias": 2268,
  "place_inst": 537,
  "critPathArrivalTime_ns": 2.96,
  "postSynthRegisterBits": 136,
  "dpl.hpwl_um": 3320,
  "hold_path_depth": 0,
  "p_int_w": 0.00139,
  "ctsLongestPathBuffers": 2,
  "slew_headroom_pct": 44.3,
  "total_power_w": 0.00168,
  "tightest_slew_ns": 0.835,
  "routed_wl_um": 6180,
  "finalWorstSetupSlack_ns": 4.67,
  "htreeDepth": 4,
  "grtUsageTotal_pct": 7.98,
  "avgSynthCellArea_um2": 15.1,
  "most-common-layout-cells": "102 x edfxtp_1, 53 x nand2b_1, 34 x dfxtp_1",
  "cts_tree": "built",
  "p_leak_nw": 2.17,
  "cts.sinks": 136,
  "detail-route-antenna-nets": 0,
  "synth_area_um2": 5020,
  "coreArea_um2": 16100
}
## flip-flops by register name, summed over array words and instances (netlist names)
register / flops
bufr: 94
count: 16
div: 6
dynamic_temp: 2
pio: 11
toshow: 7
## power groups by stage
| stage | Clock [W] | Combinational [W] | Sequential, W |
|---|---|---|---|
| 5_1_grt | 0.000940 | 0.0000000348 | 0.000787 |
| 6_report | 0.000888 | 0.00000000706 | 0.000788 |
| 4_1_cts | 0.000908 | 0.0000000119 | 0.000788 |
## how the worst max path moves through the flow
stage	slack, ns	cells after the start	endpoint	startpoint
CTS	4.63	6	bufr[83]	count[0]
global route	4.44	6	bufr[101]	count[0]
finish	4.67	6	bufr[42]	count[0]
## cells in the mapped netlist
library cell  instances  share of area, %
edfxtp_1            102                61
nand2b_1             53               6.6
dfxtp_1              34                14
and2_1               32               4.0
inv_1                17               1.3
clkbuf_1             11              0.82
xnor2_1              11               1.9
nand2_1              10              0.75
ha_1                  8               2.0
nand3_1               8              0.80
a222oi_1              7               1.4
mux2i_1               7               1.4
xor2_1                7               1.2
and3_1                6              0.75
nor4_1                4              0.50
and4_1                2              0.35
buf_2                 2              0.20
nand4_1               2              0.25
nor2_1                2              0.15
nor3_1                2              0.20
and3_4                1              0.22
and4_4                1              0.22
buf_4                 1              0.15
conb_1                1             0.075
inv_2                 1             0.075
nor4b_1               1              0.17
## metal layers
| layer | GRT usage (%) | wire length, um | vias up |
|---|---|---|---|
| met2 | 10.7 | 2540 | 45 |
| li1 | - | - | 1178 |
| met4 | 1.16 | 78 | 0 |
| met5 | 0 | 0 | - |
| met3 | 2.79 | 331 | 8 |
| met1 | 13.4 | 3230 | 1131 |
## logic make-up after synthesis
family                     after synthesis
buffers and inverters                   32
and+or+nand+nor                        124
muxes                                    7
adders and majority gates                8
other                                    1
xor gates and xnor gates                18
DFF                                    136
AOI/OAI and AO/OA                        7
## area by class of cell
class | instances | area (um^2) | share of cell area, %
well taps | 216 | 270 | 4.56
clock inverters | 7 | 90.1 | 1.52
clock buffers | 25 | 582 | 9.81
inverters | 18 | 67.6 | 1.14
flip-flops and latches | 136 | 3740 | 63.1
repair buffers | 2 | 15.0 | 0.253
multi-input cells | 165 | 1160 | 19.6
## critical path, stage by stage (launching register included)
cell and delay [ns]:
dfxtp_1 0.33, inv_1 0.07, ha_1 0.18, nor4b_1 0.20, and4_1 0.48, and3_4 0.51, buf_4 0.72
## metrics by stage
| step | instance area [um^2] | hold WS [ns] |
|---|---|---|
| finish | 5930 | 0.325 |
| global route | 5930 | 0.330 |
| CTS | 5930 | 0.325 |
| detailed placement | 5260 | 0.312 |
| global placement | 5260 | 0.312 |
| floorplan | 5020 | 0.310 |
Power is estimated from default activity; no workload was simulated.
